--- design/flow/run.sh ---
#!/bin/bash
# OpenROAD 26Q1-2900-gdf79404cd8, Yosys 0.63+post, stock flow scripts
make -C /OpenROAD-flow-scripts/flow DESIGN_CONFIG=/design/flow/config.mk WORK_HOME=/design/flow/orfs finish
--- design/flow/config.mk ---
export PLATFORM = sky130hd
export DESIGN_NAME = update_pc
export DESIGN_NICKNAME = update_pc
export VERILOG_FILES = /design/flow/design.v
export SDC_FILE = /design/flow/constraint.sdc
export NUM_CORES = 4
export LEC_CHECK = 1
export CORE_AREA = 10 10 111 111
export DIE_AREA = 0 0 121 121
--- design/flow/constraint.sdc ---
current_design update_pc

set clk_period 11.3
set clk_io_pct 0.2

create_clock -name clk0 -period $clk_period

set non_clock_inputs [all_inputs -no_clocks]
set_input_delay [expr $clk_period * $clk_io_pct] -clock clk0 $non_clock_inputs
set_output_delay [expr $clk_period * $clk_io_pct] -clock clk0 [all_outputs]
--- design/flow/design.v ---
`timescale 1ns / 1ps
module update_pc (
    input [31:0] old,   
    input [31:0] instruction,   
    input Jump,
    input Jal,
    input Jr,
    input Branch,
    input Bne,
    input zero,
    input [31:0] rs_value,   
    output reg [31:0] next
);
  reg [31:0] sign_ext;
  reg [31:0] old_alter;   
  reg [31:0] jump;   
  reg zero_alter;
  reg [31:0] ra_reg;
  initial begin
    next = 32'b0;
  end
  always @(old) begin
    old_alter = old + 4;
  end
  always @(zero, Bne) begin
    zero_alter = zero;
    if (Bne == 1) begin
      zero_alter = !zero_alter;
    end
  end
  always @(instruction) begin
    jump = {4'b0, instruction[25:0], 2'b0};
    if (instruction[15] == 1'b0) begin
      sign_ext = {16'b0, instruction[15:0]};
    end else begin
      sign_ext = {{16{1'b1}}, instruction[15:0]};
    end
    sign_ext = {sign_ext[29:0], 2'b0};   
  end
  always @(instruction or old_alter or jump) begin
    jump = {old_alter[31:28], jump[27:0]};
  end
  always @(old_alter, sign_ext, jump, Branch, zero_alter, Jump) begin
    if(Jr == 1) begin
      next = rs_value;
    end
    if (Branch == 1 & zero_alter == 1) begin
      next = old_alter + sign_ext;
    end else begin
      next = old_alter;
    end
    if (Jump == 1) begin
      next = jump;
    end
    if(Jal == 1) begin
      ra_reg = old_alter;
      next = jump;  
    end
  end
endmodule
==> impl_metrics.tcl <==
# yosys + openroad results
set metrics [dict create \
    final.setup.tns_ps 0 \
    syn_area_per_cell_um2 6.522 \
    hpwl_mm 8.076 \
    antenna_found_initial 0 \
    worst_pin_slew_ps 800.3 \
    end_kind "output port" \
    via_count 3157 \
    fp.dieH_um 121 \
    dr.pass1.iters 4 \
    drive_above_1_share_pct 2.490 \
    clockPowerShare_pct 0 \
    grt_pass1_vias 3253 \
    hold_viol_final 0 \
    gp_congestion 0.8784 \
    port_buffers 91 \
    setup_viol_count_final 0 \
    grt-ovfl-total 0 \
    ir_drop_mv 0.02244 \
    fin_crit_ps 9332 \
    fp.coreArea_um2 9864 \
    rsz0062_at_grt "no" \
    cap_violations 0 \
    antenna_left 0 \
    vias_per_cell 5.133 \
    seq_cells 0 \
    comb_area_um2 2547 \
    core_util_floorplan_pct 26.78 \
    area_leaders "ha_1 17%, xnor2_1 8.0%, o21ai_0 7.2%" \
    grt_max_degree 40 \
    timing.slew.headroom_pct 46.24 \
    antenna_cells 0 \
    grt_use_total_pct 12.96 \
    p_seq_share_pct 0 \
    cts-resized-gates 0 \
    yosys-stat-area_um2 2641 \
    ys_seq_share_pct 0 \
    yosysTopAreaCellShare_pct 16.58 \
    log.warning_count 83 \
    syn_area_um2 2641 \
    ys_sh_xor_pct 13.60 \
    place_ws_ps 1975 \
    post_cts_buffers 0 \
    p_leak_nw 1.424 \
    max_stage_delay_ps 690 \
    mux_share_pct 2.321 \
    setup_ws_ps 1968 \
    yosys.area.top_type "ha_1" \
    wl_per_cell_um 15.58 \
    drc 0 \
    synth-compound-area-share_pct 33.68 \
    p_int_w 0.00008363 \
    io_pins 134 \
    fmax_mhz 107.2 \
    status "finished, final reports clean" \
    ys_sh_simple_pct 29.51 \
    hold_buffers 0 \
    die-area_um2 14640 \
    crit_arrival_ps 7070 \
    grt_pass1_wl_mm 16.01 \
    drv_slew 0 \
    drt-initial-drc-count 135 \
    min_path_type "in -> out" \
    clock_buffers 0 \
    switchingPower_w 0.00008363 \
    rows 36 \
    netlist-cell-type-count 50 \
    required_ps 9040 \
    finalClockPeriodUsage_pct 82.58 \
    area_growth_pct 39.51 \
    p_per_area_nw_per_um2 45.39 \
    combPwrFrac_pct 100.0 \
    critPathKind "in -> out" \
    critPathSlowestCell "nor3_1" \
    switching_share_pct 50.00 \
    ys_sh_adder_pct 17.34 \
    ys_cells 405 \
    wirelength_mm 9.580 \
    regArea_um2 0 \
    die_x_um 121 \
    top_logic_kind "AND-OR/OR-AND gates" \
    yosysWarnings 6 \
    n_fill_cell 1026 \
    postSynthCellCount 405 \
    cp-start-kind "input pin" \
    crit_chain "clkdlybuf4s50_1 -> ha_1 -> nand3_1 -> nor3_1 -> and3_1 -> xor2_1 -> ha_1 -> a21oi_1 -> o21ai_0 -> a221oi_1 -> a31oi_1 -> a21boi_1 -> nor2_1 -> a211oi_1 -> clkdlybuf4s50_1" \
    cp_max_fo 7 \
]
## layout make-up
type	count	share of cell area (%)
Tap cell	133	4.516
Timing Repair Buffer	96	25.74
Inverter	6	0.6112
Multi-Input combinational cell	380	69.13
## cells in the final DEF (no fill, tap or decap), types with 6 or more instances in the layout
master / count
o21ai_0: 38
a21o_1: 8
nand3_1: 22
nor2_1: 31
a21oi_1: 36
xnor2_1: 24
a31oi_1: 6
nand4_1: 11
and3_1: 7
inv_1: 6
a22oi_1: 6
ha_1: 35
xor2_1: 17
nand2_1: 49
and2_1: 8
clkdlybuf4s50_1: 91
and4_1: 6
## kinds of logic after synthesis
family / Yosys count
AND/OR/NAND/NOR: 158
AND-OR/OR-AND: 139
XOR/XNOR: 41
adder cells (fa/ha/maj): 36
buffers and inverters: 25
multiplexers: 6
## synth_stat cells, types with 6 or more instances
cell      count
clkbuf_1     18
ha_1         35
and4_1        6
inv_1         6
o21ai_0      38
a21oi_1      36
and3_1        7
nand3_1      22
xor2_1       17
nor2_1       31
nand4_1      11
a22oi_1       6
a31oi_1       6
a21o_1        8
xnor2_1      24
and2_1        8
nand2_1      49
## worst max-delay path: cells and delay by family
family | cells | cell delay, ps
XOR/XNOR | 1 | 200
buffers and inverters | 2 | 1050
AND-OR/OR-AND | 6 | 1740
AND/OR/NAND/NOR | 4 | 1270
adder cells (fa/ha/maj) | 2 | 550
## power groups by stage
stage	clock, W	sequential, W	combinational (W)
6_report	0	0	0.000167
5_1_grt	0	0	0.000189
4_1_cts	0	0	0.000168
## path summary, 6_finish.rpt
check	start	end	slack (ps)	cells after the start
worst max-delay path	old[2]	next[31]	1970	15
worst min-delay path	old[0]	next[0]	5440	3
## per-stage QoR
| stage | hold slack, ps | area (um^2) | power [W] | instances | utilization (%) |
|---|---|---|---|---|---|
| 6_report | 5435 | 3685 | 0.0001673 | 615 | 37.35 |
| 3_5_place_dp | 5439 | 3685 | 0.0001672 | 615 | 37.35 |
| 2_1_floorplan | 4572 | 2641 | 0.00009757 | 405 | - |
| 3_3_place_gp | 5446 | 3685 | 0.0001669 | 615 | 37.35 |
| 5_1_grt | 5452 | 3685 | 0.0001888 | 615 | 37.35 |
| 4_1_cts | 5446 | 3685 | 0.0001684 | 615 | 37.35 |
## per-layer routing
| layer | GRT usage [%] | wire length [um] | vias to the layer above |
|---|---|---|---|
| li1 | - | - | 1678 |
| met2 | 23.27 | 4630 | 64 |
| met5 | 0 | 0 | - |
| met3 | 1.559 | 417 | 2 |
| met4 | 0.2262 | 21 | 0 |
| met1 | 17.03 | 4511 | 1413 |
Power and IR drop assume default switching activity.
