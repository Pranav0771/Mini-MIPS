$ cat design/flow/run.sh
#!/bin/bash
# OpenROAD 26Q1-2900-gdf79404cd8, Yosys 0.63+post, stock flow scripts
make -C /OpenROAD-flow-scripts/flow DESIGN_CONFIG=/design/flow/config.mk WORK_HOME=/design/flow/orfs finish
$ cat design/flow/config.mk
export PLATFORM = sky130hd
export DESIGN_NAME = floating_registers
export DESIGN_NICKNAME = floating_registers
export VERILOG_FILES = /design/flow/design.v
export SDC_FILE = /design/flow/constraint.sdc
export NUM_CORES = 4
export LEC_CHECK = 1
export CORE_UTILIZATION = 30
$ cat design/flow/constraint.sdc
current_design floating_registers

set clk_period 8.5
set clk_io_pct 0.2

create_clock -name clk0 -period $clk_period [get_ports {clk}]

set non_clock_inputs [all_inputs -no_clocks]
set_input_delay [expr $clk_period * $clk_io_pct] -clock clk0 $non_clock_inputs
set_output_delay [expr $clk_period * $clk_io_pct] -clock clk0 [all_outputs]
$ cat design/flow/design.v
`timescale 1ns / 1ps
module floating_registers(input clk,
                         input [4:0] flt_rd_reg1, 
                         input [4:0] flt_rd_reg2,
                         input [4:0] flt_wr_reg, input [31:0] wr_dt,
                         input flt_reg_wr,
                         output reg [31:0] rd_dt1, output reg [31:0] rd_dt2);
  reg [31:0] flt_reg_data [31:0];
  assign rd_dt1 = flt_reg_data[flt_rd_reg1];
  assign rd_dt2 = flt_reg_data[flt_rd_reg2];
  always @(posedge clk) begin
    if(flt_reg_wr) begin
        flt_reg_data[flt_wr_reg] = wr_dt;
    end
  end
endmodule
==> impl_summary.log <==
[report] implementation figures
INFO  metric status = finished clean
INFO  metric highest_routed_metal_layer = met5
INFO  metric final_period_minus_worst_setup_slack = 6.76 ns
INFO  metric io_buffer_count = 112
INFO  metric critical-path-max-stage-delay = 0.90 ns
INFO  metric floorplan.core_area = 161,000 µm²
INFO  metric cts-root-buf = clkbuf_16
INFO  metric critPathMaxFanout = 24
INFO  metric yosys_warnings = 3
INFO  metric synth-edff-count = 1,024
INFO  metric finalSetupViolations = 0
INFO  metric detailedPlace.worstSlack = 1.75 ns
INFO  metric n_fill_cell = 15,125
INFO  metric cts.clk_slew.worst_paths = 0.06 ns
INFO  metric ys_cells = 3,386
INFO  metric dr.pass1.iters = 5
INFO  metric critical_path_class = primary input to primary output
INFO  metric hold_violations = 0
INFO  metric p_switching = 2.63 mW
INFO  metric crit_path_end_kind = primary output
INFO  metric grt.total_usage = 20.0%
INFO  metric post-route-period-util = 79.6%
INFO  metric ys_area = 48,800 µm²
INFO  metric share_comb_of_total_power = 9.4%
INFO  metric slew_headroom = 29.9%
INFO  metric dominantRegCellSynth = edfxtp_1
INFO  metric clockPowerShare = 39.7%
INFO  metric maxCapViolCount = 0
INFO  metric finalWeightedCongestion = 0.869
INFO  metric fp_util = 30.3%
INFO  metric chipHeight = 405 µm
INFO  metric placed_cells_incl_taps = 5,539
INFO  metric route.antenna.remaining_nets = 0
INFO  metric syn2layout_area_growth = 14.5%
INFO  metric insertedDiodeCount = 0
INFO  metric critical_path.top_delay_family = buffers and inverters
INFO  metric numCtsBuffers = 103
INFO  metric met1_length = 56,200 µm
INFO  metric ys_async_sr_fraction = 0%
INFO  metric dp_hpwl = 87,300 µm
INFO  metric cts_tree = built
INFO  metric die_w = 405 µm
INFO  metric largest_register_ffs = 1,024
INFO  metric final_design_utilization = 34.7%
INFO  metric row_count = 147
INFO  metric netlist_instances = 3,386
INFO  metric ctsHoldBuffers = 0
INFO  metric detailroute.via_count = 31,066
INFO  metric yosys_register_bits = 1,024
INFO  metric sequentialPowerShare = 50.8%
INFO  metric grt_overflow_total = 0
INFO  metric ctsResizeCount = 0
INFO  metric route.met3.wl = 21,800 µm
INFO  metric total_power = 11.1 mW
INFO  metric timing.critical_path.arrival = 5.06 ns
INFO  metric clock.fmax = 148 MHz
INFO  metric report.final.slew_viol_count = 0
INFO  metric path_common_cell = clkdlybuf4s50_1
INFO  metric swShare = 23.7%
INFO  metric setup_repair_after_global_routing_missed_its_margin = false
INFO  metric clock_tree_sinks = 1,024
INFO  metric crit_buf_inv = 3
INFO  metric openroad.warnings = 26
INFO  metric clockBufferDepth = 3
INFO  metric cts_setup_buffers = 0
INFO  metric worst_hold_path_type = primary input to flip-flop
INFO  metric top_level_ports = 113
INFO  metric grt_start_max_net_pins = 92
INFO  metric via_per_inst = 5.42
INFO  metric layout_setup_ws = 1.74 ns
INFO  metric final-instance-count-excl-fill = 5,732
INFO  metric finalWirelength = 157,000 µm
INFO  metric remaining_drc_errors = 0
INFO  metric slew_worst_pin = 1.05 ns
INFO  metric cp.required = 6.80 ns
INFO  metric drt_first_iter_violations = 2,037
INFO  metric layout-drive-gt1-share = 9.18%
INFO  metric timing.critical_path.from_type = primary input
INFO  metric sum_of_negative_setup_slack = 0 ns
INFO  metric power_density = 199 nW/µm²
INFO  metric cell_internal_pwr = 8.47 mW
INFO  metric dieArea = 164,000 µm²
INFO  metric cellLeakagePower = 20.1 nW
INFO  metric global_route_wire_length_before_repair = 223,000 µm
INFO  metric post_synth_instance_area = 48,800 µm²
INFO  metric critical_path.slowest_cell = nor2b_4
INFO  metric final-comb-area = 16,800 µm²
INFO  metric dr_wl_met2 = 72,600 µm
INFO  metric htreeDepth = 3
INFO  metric antenna_found_initial = 8
INFO  metric synth_area_per_cell = 14.4 µm²
INFO  metric wl_per_cell = 27.4 µm
INFO  metric yosysUniqueCellTypes = 23
INFO  metric peak_ir_drop_on_the_vdd_network = 0.147 mV
INFO  metric first_global_vias = 32,128
INFO  metric sequential_cell_area = 30,700 µm²
INFO  metric crit_path_cell_trace = clkdlybuf4s50_1, nor2b_4, buf_4, a22o_1, nor3_1, a31oi_1, nand3_1, clkdlybuf4s50_1
INFO  metric synth-seq-area-share = 63.0%
-- through the flow --
step | area [µm²] | hold slack [ns]
floorplan | 48800 | 1.80
global placement | 52600 | 2.53
detailed placement | 52600 | 2.54
CTS | 55900 | 1.78
global route | 55900 | 1.83
finish | 55900 | 1.82
-- cell type report --
cell class | instances | area share (%)
multi-input combinational | 2109 | 30.0
clock buffer | 127 | 4.81
timing repair buffer | 246 | 4.27
tap | 2160 | 4.84
clock inverter | 66 | 0.981
sequential | 1024 | 55.1
-- power by group through the flow --
| stage | registers, mW | logic, mW | clock network (mW) |
|---|---|---|---|
| after CTS | 5.64 | 1.04 | 4.47 |
| after global routing | 5.65 | 1.11 | 4.66 |
| final | 5.64 | 1.05 | 4.41 |
-- synth_stat cells (all sizes together) (5+ instances only) --
library cell	n	share of area (%)
a21oi	192	2.0
a22oi	192	3.0
a22o	128	2.3
nand3	194	2.0
mux2i	1024	21
a31oi	64	0.82
edfxtp	1024	63
nand2	195	1.5
nor3	64	0.66
clkbuf	90	0.72
buf	163	2.5
nor2	35	0.27
nand3b	5	0.077
-- cell families after synthesis --
group	Yosys count	synth area share, %
multiplexers	1024	21.0
flip-flops	1024	63.0
AND-OR/OR-AND	576	8.04
AND/OR/NAND/NOR	509	4.71
buffers and inverters	253	3.21
-- cell usage in the layout, fill, tap and decap left out, drive strengths merged --
cell type / instances
mux2i: 1024
edfxtp: 1024
nand2: 195
nand3: 194
a22oi: 192
a21oi: 192
buf: 136
a22o: 128
clkbuf: 127
clkdlybuf4s50: 110
nor3: 64
a31oi: 64
clkinv: 50
nor2: 35
bufinv: 7
nand3b: 5
clkinvlp: 5
nor2b: 4
nand2b: 4
inv: 4
or3b: 3
and2: 2
or2: 2
or3: 1
-- path summary, 6_finish.rpt --
path                  end  cells after the start            from
max             rd_dt1[1]                      8  flt_rd_reg1[0]
min   flt_reg_data[2][22]                      2       wr_dt[22]
-- layer usage --
metal,track usage [%],vias to the layer above
met5,0.654,-
met2,30.4,1725
met4,6.45,16
li1,-,13589
met3,11.8,326
met1,23.9,15410
Power figures rest on the tool's default switching activity, not on a simulated workload.
