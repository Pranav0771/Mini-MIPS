[flow/run.sh]
#!/bin/bash
# OpenROAD 26Q1-2900-gdf79404cd8, Yosys 0.63+post, stock flow scripts
make -C /OpenROAD-flow-scripts/flow DESIGN_CONFIG=/design/flow/config.mk WORK_HOME=/design/flow/orfs finish
[flow/config.mk]
export PLATFORM = sky130hd
export DESIGN_NAME = ALU1
export DESIGN_NICKNAME = ALU1
export VERILOG_FILES = /design/flow/design.v
export SDC_FILE = /design/flow/constraint.sdc
export NUM_CORES = 4
export LEC_CHECK = 1
export CORE_UTILIZATION = 30
[flow/constraint.sdc]
current_design ALU1

set clk_period 23.3
set clk_io_pct 0.2

create_clock -name clk0 -period $clk_period

set non_clock_inputs [all_inputs -no_clocks]
set_input_delay [expr $clk_period * $clk_io_pct] -clock clk0 $non_clock_inputs
set_output_delay [expr $clk_period * $clk_io_pct] -clock clk0 [all_outputs]
[flow/design.v]
`timescale 1ns / 1ps
module ALU1(input clk,
            input [3:0] ALU_control,
            input [31:0] data1,
            input [31:0] read2,
            input [15:0] immediate,
            input ALUSrc,
            output reg zero,
            output reg [31:0] ALU_result);
  reg [31:0] data2;
  reg [4:0] shamt;
  reg [31:0] HI, LO;
  reg [63:0] mult_result;
    always @(ALUSrc, read2, immediate) begin
        if (ALUSrc == 0) begin
          data2 = read2;
        end else begin
          if (immediate[15] == 1'b0) begin
            data2 = {16'b0, immediate};
          end else begin
            data2 = {{16{1'b1}}, immediate};
          end
        end
    end
  always @(data1, data2, ALU_control) begin
    case (ALU_control)
      4'b0000:   
      ALU_result = data1 & data2;
      4'b0001:   
      ALU_result = data1 | data2;
      4'b0010:   
      ALU_result = data1 + data2;
      4'b0110:   
      ALU_result = data1 - data2;
      4'b0111:   
      ALU_result = (data1 < data2) ? 1 : 0;
      4'b1100:   
      ALU_result = data1 | ~data2;
      4'b0100:  
      ALU_result = data1 ^ data2;
      4'b1000: begin   
      shamt = immediate[10:6];
      ALU_result = data1 << shamt;
      end
      4'b1001: begin   
      shamt = immediate[10:6];
      ALU_result = data1 >> shamt;
      end
      4'b1010:  begin   
      shamt = immediate[10:6];
      ALU_result = $signed(data1) >>> shamt; 
      end
      default: ALU_result = 32'b0;
    endcase
    zero = (ALU_result == 0) ? 1'b1 : 1'b0;
  end
  always @(posedge clk) begin
    case (ALU_control)
      4'b1100: begin  
      mult_result = $signed(data1) * $signed(data2);
      HI <= mult_result[63:32];
      LO <= mult_result[31:0];
      end
      4'b0011: begin  
      mult_result = $signed(data1) * $signed(data2);
      {HI, LO} <= {HI, LO} + mult_result;
      end
      4'b0101: begin  
      mult_result = $unsigned(data1) * $unsigned(data2);
      {HI, LO} <= {HI, LO} + mult_result;
      end
    endcase
  end
endmodule
==> impl_metrics.ini <==
; physical design summary
[final_timing]
hold_viol_final = 0
rsz0062_at_grt = false
tightest_slew_ns = 0.921
max_slew_margin = 0.384
fin_ws_ns = 7.15
clock.fmax_mhz = 61.9
finalCritPeriodShare = 0.693
tns_ns = 0
setup_violations = 0
fin_hold_ws_ns = 10.54
fin_crit_ns = 16.15
report.final.slew_viol_count = 0

[global_route]
use_met2 = 0.489
grt_pass1_wl_mm = 84.3
busiest_layer = met2
grt_start_max_net_pins = 54
grt_overflow_total = 0
antenna_found_initial = 0
grt_pass1_vias = 12317
grtUsageTotal = 0.323
gr-usage-met3 = 0.0515
use_met1 = 0.477

[floorplanning]
pin_count = 119
die_y_um = 188
fp-row-count = 67
initCoreUtil = 0.308
dieArea_sq_mm = 0.0355
die_x_um = 188
core_area_sq_mm = 0.0339

[drt]
dr.first_iter.drc_count = 1587
drc = 0
n_antenna_cell = 0
vias = 13273
drt_wl_total_mm = 57.2
via_per_inst = 6.70
wl_per_cell_um = 28.9
drtAntennaViolNets = 0
firstDrtPassIters = 6

[cells_and_area]
syn2layout_area_growth_pct = 14.4
final_cell_mix = nor2_1, a21oi_1, nand2_1
clkbuf_count = 0
lay_top_count = nor2_1
utilization = 0.352
ff_count = 0
drive_gt1_frac = 0.101
comb_area_sq_mm = 0.00957
fillers = 3682
flop_area_sq_um = 0

[setup_path]
cpPeakStageDelay_ns = 0.71
crit_path_start_kind = input pin
cp_slowest_cell = ha_1
crit_buf_inv = 3
crit_type = input pin to output pin
crit_arrival_ns = 11.49
worstSetupEndpointType = output pin
path_cells = clkdlybuf4s50_1 > buf_4 > and2_0 > a21oi_1 > ha_1 > nand2_1 > nor3_1 > o2111ai_1 > a311oi_1 > or3_1 > nor4bb_1 > o211ai_1 > nor2_1 > or4b_2 > or4b_1 > nor4_2 > clkdlybuf4s50_1
crit_required_ns = 18.64
path_common_cell = clkdlybuf4s50_1
path_max_fanout = 20
crit_family = simple AND/OR/NAND/NOR gates

[power_and_ir_drop]
clkPwrFrac = 0
comb_power_share = 1.000
switching_share = 0.613
ir_worst_vdd_uv = 10.7
pwr-share-seq = 0
p_int_uw = 130
p_leak_nw = 4.50
p_switching_uw = 206
total_power_uw = 337
power_density_mw_per_mm2 = 28.2

[place]
io_buffers = 118
dp_slack_ns = 7.38
place.gp.congestion = 1.06
hpwl_mm = 44.2

[clocking]
post_cts_buffers = 0
holdBufCountCts = 0
ctsResizeCount = 0

[logic_synthesis]
yosys_warnings = 1
synth.avg_cell_area_sq_um = 6.95
syn-instance-count = 1501
ys_area_sq_mm = 0.0104
synth_cell_types = 92
yosys-stat-cells = 1501
ys_seq_share = 0
syn_area_sq_mm = 0.0104

[flow_run]
max_cap_violations = 0
tool_warnings = 73

[status]
status = complete, no violations

[worst_hold_path]
hp-class = input pin to output pin
==> cells by family after synthesis <==
group | count (synthesis) | share of synthesized area
adder cells (fa/ha/maj) | 75 | 0.0915
XOR/XNOR | 45 | 0.0378
multiplexers | 165 | 0.210
buffers and inverters | 206 | 0.0857
AND-OR/OR-AND | 524 | 0.342
AND/OR/NAND/NOR | 486 | 0.233
==> power by group through the flow <==
stage | Combinational (mW) | Sequential [mW] | Clock [mW]
CTS | 0.327 | 0 | 0
finish | 0.337 | 0 | 0
global route | 0.357 | 0 | 0
==> through the flow <==
| step | instance area (sq um) | std cells |
|---|---|---|
| 5_1_grt | 11900 | 1982 |
| 4_1_cts | 11900 | 1982 |
| 3_3_place_gp | 11900 | 1982 |
| 2_1_floorplan | 10400 | 1501 |
| 3_5_place_dp | 11900 | 1982 |
| 6_report | 11900 | 1982 |
==> tightest hold or removal path, stage by stage <==
cell             delay (ns)
buf_2                  0.23
nand2_1                0.10
nand3_1                0.15
o2111ai_1              0.23
clkdlybuf4s50_1        0.49
==> cell usage after synthesis, types with 15 or more instances <==
| master | number | share of area |
|---|---|---|
| mux2_2 | 23 | 0.025 |
| nor2_1 | 123 | 0.044 |
| nand2b_1 | 18 | 0.011 |
| nand2_1 | 119 | 0.043 |
| nor2b_1 | 21 | 0.013 |
| a21oi_1 | 120 | 0.058 |
| nor3_1 | 50 | 0.024 |
| buf_2 | 36 | 0.017 |
| o22ai_1 | 25 | 0.015 |
| a221oi_1 | 18 | 0.015 |
| o21ai_0 | 92 | 0.044 |
| a211oi_1 | 26 | 0.019 |
| o31ai_1 | 19 | 0.014 |
| ha_1 | 73 | 0.088 |
| mux4_2 | 37 | 0.080 |
| nand3_1 | 44 | 0.021 |
| mux2i_1 | 89 | 0.085 |
| xnor2_1 | 42 | 0.035 |
| a21o_1 | 16 | 0.012 |
| o211ai_1 | 35 | 0.025 |
| inv_1 | 69 | 0.025 |
| o2111ai_1 | 15 | 0.013 |
| clkbuf_1 | 74 | 0.027 |
==> layer usage <==
metal	vias up	routed length [um]
li1	5821	-
met1	6504	24900
met2	844	25000
met3	104	5430
met4	0	1970
met5	-	0
==> worst paths after layout <==
kind,start,to,depth (start not counted)
max,ALUSrc,zero,17
min,immediate[8],ALU_result[2],5
==> area by class of cell <==
cell class / count / area share
Timing Repair Buffer: 166 / 0.128
Inverter: 73 / 0.0230
Tap cell: 448 / 0.0470
Multi-Input combinational cell: 1295 / 0.802
Power and IR drop assume default switching activity.
